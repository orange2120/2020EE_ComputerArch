==> /design/flow/design.v <==
module HW3(clk,
            rst_n,
            mem_rdata_I,
			instruction_type,
			instruction_format,
			);
    input      clk, rst_n        ;
    input  [31:0] mem_rdata_I       ;
	output reg [22:0] instruction_type  ;
	output reg [ 4:0] instruction_format;
    wire [2:0] func3 = mem_rdata_I[14:12];
    wire [6:0] func7 = mem_rdata_I[31:25];
    parameter NONE_TYPE = 23'bx;
    parameter JAL  = {1'b1, 22'b0};
    parameter JALR = {1'b0, 1'b1, 21'b0};
    parameter BEQ  = {2'b0, 1'b1, 20'b0};
    parameter BNE  = {3'b0, 1'b1, 19'b0};
    parameter LD   = {4'b0, 1'b1, 18'b0};
    parameter ADDI = {6'b0, 1'b1, 16'b0};
    parameter SLTI = {7'b0, 1'b1, 15'b0};
    parameter XORI = {8'b0, 1'b1, 14'b0};
    parameter ORI  = {9'b0, 1'b1, 13'b0};
    parameter ANDI = {10'b0, 1'b1, 12'b0};
    parameter SLLI = {11'b0, 1'b1, 11'b0};
    parameter SRLI = {12'b0, 1'b1, 10'b0};
    parameter SRAI = {13'b0, 1'b1, 9'b0};
    parameter ADD  = {14'b0, 1'b1, 8'b0};
    parameter SUB  = {15'b0, 1'b1, 7'b0};
    parameter SLL  = {16'b0, 1'b1, 6'b0};
    parameter SLT  = {17'b0, 1'b1, 5'b0};
    parameter XOR  = {18'b0, 1'b1, 4'b0};
    parameter SRL  = {19'b0, 1'b1, 3'b0};
    parameter SRA  = {20'b0, 1'b1, 2'b0};
    parameter OR   = {21'b0, 1'b1, 1'b0};
    parameter AND  = {22'b0, 1'b1};
    parameter NONE_FORMAT = 5'bx;
    parameter R_FORMAT = 5'b10000;
    parameter I_FORMAT = 5'b01000;
    parameter S_FORMAT = 5'b00100;
    parameter B_FORMAT = 5'b00010;
    parameter J_FORMAT = 5'b00001;
always @(*) begin
            case (mem_rdata_I[6:0])  
                7'b1101111: begin  
                    instruction_format = J_FORMAT;
                    instruction_type = JAL;
                end
                7'b1100111: begin  
                    instruction_format = I_FORMAT;
                    instruction_type = JALR;
                end
                7'b1100011: begin  
                    instruction_format = B_FORMAT;
                    case (func3)
                        3'b000:
                            instruction_type = BEQ;
                        3'b001:
                            instruction_type = BNE;
                        default:
                            instruction_type = NONE_TYPE;
                    endcase
                end
                7'b0000011: begin  
                    instruction_format = I_FORMAT;
                    case (func3)
                        3'b011:
                            instruction_type = {4'b0, 1'b1, 18'b0};  
                        default:
                            instruction_type = NONE_TYPE;
                    endcase
                end
                7'b0100011: begin  
                    instruction_format = S_FORMAT;
                    case (func3)
                        3'b011: 
                            instruction_type = {5'b0, 1'b1, 17'b0};  
                        default:
                            instruction_type = NONE_TYPE;
                    endcase
                end
                7'b0010011: begin  
                    case (func3)
                        3'b000:
                        instruction_type = ADDI;
                        3'b010:
                        instruction_type = SLTI;
                        3'b100:
                        instruction_type = XORI;
                        3'b110:
                        instruction_type = ORI;
                        3'b111: 
                        instruction_type = ANDI;
                        3'b001:
                        case (func7)
                            7'b0: 
                                instruction_type = SLLI;
                            default:
                                instruction_type = NONE_TYPE;
                        endcase
                        3'b101:
                        case (func7)
                            7'b0:
                                instruction_type = SRLI;
                            7'b0100000:
                                instruction_type = SRAI;
                            default:
                                instruction_type = NONE_TYPE;
                        endcase
                        default: begin
                            instruction_format = {5'bx};
                            instruction_type = {23'bx};
                        end
                    endcase
                    instruction_format = I_FORMAT;
                end
                7'b0110011: begin  
                    case (func3)
                        3'b000:
                        case (func7)
                            7'b0:
                                instruction_type = ADD;
                            7'b0100000:
                                instruction_type = SUB;     
                            default:
                                instruction_type = NONE_TYPE;
                        endcase
                        3'b001:
                        instruction_type = SLL;
                        3'b010:
                        instruction_type = SLT;
                        3'b100:
                        instruction_type = XOR;
                        3'b101:
                        case (func7)
                            7'b0:
                                instruction_type = SRL;
                            7'b0100000:
                                instruction_type = SRA;
                            default:
                                instruction_type = NONE_TYPE;
                        endcase
                        3'b110:
                        instruction_type = OR;
                        3'b111:
                        instruction_type = AND;
                        default: begin                    
                            instruction_format = {5'bx};
                            instruction_type = {23'bx};
                        end
                    endcase
                    instruction_format = R_FORMAT;
                end
                default: begin
                    instruction_format = {5'bx};
                    instruction_type = {23'bx};
                end
            endcase
    end
endmodule
module HW4(clk,
            rst_n,
            mem_addr_I,
            mem_rdata_I,
			ctrl_signal,
			immediate,
			);
    input         clk, rst_n     ;
    output reg [31:2] mem_addr_I ;
    input  [31:0] mem_rdata_I    ;
	output reg [11:0] ctrl_signal;
	output reg [31:0] immediate;
	parameter ADD_OP = 4'b0;
	parameter SLL_OP = 4'b0001;
	parameter SLT_OP = 4'b0010;
	parameter XOR_OP = 4'b0100;
	parameter SRL_OP = 4'b0101;
	parameter  OR_OP = 4'b0110;
	parameter AND_OP = 4'b0111;
	parameter SUB_OP = 4'b1000;
	parameter SRA_OP = 4'b1101;
	reg [11:0] ctrl_sig_next;
	reg [31:0] immediate_next;
	reg [31:2] mem_addr_next;
	wire [22:0] instruction_type;
	wire [ 4:0] instruction_format;
	HW3 decoder(
        clk,
		rst_n,
		mem_rdata_I,
		instruction_type,
		instruction_format,
    );
	always @(*) begin
		mem_addr_next = mem_addr_I + 1'b1;
		case (instruction_format)
			5'b10000: begin
				immediate_next = 32'b0;
				ctrl_sig_next[11:4] = 8'b00000010;
				case (instruction_type)
					{14'b0, 1'b1, 8'b0}: ctrl_sig_next[3:0] = ADD_OP;
					{15'b0, 1'b1, 7'b0}: ctrl_sig_next[3:0] = SUB_OP;
					{16'b0, 1'b1, 6'b0}: ctrl_sig_next[3:0] = SLL_OP;
					{17'b0, 1'b1, 5'b0}: ctrl_sig_next[3:0] = SLT_OP;
					{18'b0, 1'b1, 4'b0}: ctrl_sig_next[3:0] = XOR_OP;
					{19'b0, 1'b1, 3'b0}: ctrl_sig_next[3:0] = SRL_OP;
					{20'b0, 1'b1, 2'b0}: ctrl_sig_next[3:0] = SRA_OP;
					{21'b0, 1'b1, 1'b0}: ctrl_sig_next[3:0] = OR_OP;
					{22'b0, 1'b1}: ctrl_sig_next[3:0] = AND_OP;
					default:
						ctrl_sig_next[3:0] = 4'bx;
				endcase
			end
			5'b01000: begin
				immediate_next = {{20{mem_rdata_I[31]}}, mem_rdata_I[31:20]};
				ctrl_sig_next[11:4] = 8'b00000011;
				case (instruction_type)
                    {4'b0, 1'b1, 18'b0}:
						ctrl_sig_next = 12'b000101110000;
                    {1'b0, 1'b1, 21'b0}:
						ctrl_sig_next = 12'b010000100000;
                    {6'b0, 1'b1, 16'b0}: ctrl_sig_next[3:0] = ADD_OP;
					{11'b0, 1'b1, 11'b0}: ctrl_sig_next[3:0] = SLL_OP;
					{7'b0, 1'b1, 15'b0}: ctrl_sig_next[3:0] = SLT_OP;
					{8'b0, 1'b1, 14'b0}: ctrl_sig_next[3:0] = XOR_OP;
					{12'b0, 1'b1, 10'b0}: ctrl_sig_next[3:0] = SRL_OP;
					{13'b0, 1'b1, 9'b0}: ctrl_sig_next[3:0] = SRA_OP;
					{9'b0, 1'b1, 13'b0}: ctrl_sig_next[3:0] = OR_OP;
					{10'b0, 1'b1, 12'b0}: ctrl_sig_next[3:0] = AND_OP;
					default:
						ctrl_sig_next[3:0] = 4'bx;
				endcase
			end
			5'b00100: begin
				immediate_next = {{12{mem_rdata_I[31]}}, mem_rdata_I[31:25], mem_rdata_I[11:7]};
				ctrl_sig_next = 12'b000010010000;
			end
			5'b00010: begin
				immediate_next = {{19{mem_rdata_I[31]}}, mem_rdata_I[31], mem_rdata_I[7], mem_rdata_I[30:25], mem_rdata_I[11:8], 1'b0};
				ctrl_sig_next = 12'b001000000000;
			end
			5'b00001: begin  
				immediate_next = {{11{mem_rdata_I[31]}} , mem_rdata_I[31], mem_rdata_I[19:12], mem_rdata_I[20], mem_rdata_I[30:21], 1'b0};  
				ctrl_sig_next = 12'b100000100000;
			end
			default: begin
				immediate_next = 32'bx;
				ctrl_sig_next = 12'bx;
			end
		endcase
	end
	always @(posedge clk or negedge rst_n) begin
		if (!rst_n) begin
			ctrl_signal <= 12'b0;
			immediate <= 32'b0;
			mem_addr_I <= 30'b0;
		end
		else begin
			ctrl_signal <= ctrl_sig_next;
		    immediate <= immediate_next;
			mem_addr_I <= mem_addr_next;
		end
	end
endmodule
==> /design/flow/run.sh <==
#!/bin/bash
# OpenROAD 26Q1-2900-gdf79404cd8, Yosys 0.63+post, stock flow scripts
make -C /OpenROAD-flow-scripts/flow DESIGN_CONFIG=/design/flow/config.mk WORK_HOME=/design/flow/orfs finish
==> /design/flow/config.mk <==
export PLATFORM = sky130hd
export DESIGN_NAME = HW4
export DESIGN_NICKNAME = HW4
export VERILOG_FILES = /design/flow/design.v
export SDC_FILE = /design/flow/constraint.sdc
export NUM_CORES = 4
export LEC_CHECK = 1
export CORE_UTILIZATION = 50
==> /design/flow/constraint.sdc <==
current_design HW4

set clk_period 5.0
set clk_io_pct 0.2

create_clock -name clk0 -period $clk_period [get_ports {clk}]

set non_clock_inputs [all_inputs -no_clocks]
set_input_delay [expr $clk_period * $clk_io_pct] -clock clk0 $non_clock_inputs
set_output_delay [expr $clk_period * $clk_io_pct] -clock clk0 [all_outputs]
==> impl_metrics.tcl <==
# place-and-route summary
set metrics [dict create \
    outcome "completed" \
    antenna_left 0 \
    crit_arrival_ns 2.59 \
    p_comb_share_pct 7.6 \
    flop_cell "dfrtp_1" \
    synth_seq_share_pct 59.9 \
    grt.total_usage_pct 21.2 \
    ys_area_sq_mm 0.00263 \
    slowest_stage "nor2_1" \
    hold_class "flop to flop" \
    swShare_pct 19.1 \
    lay_top_count "clkdlybuf4s50_1" \
    fillers 338 \
    setup_viol 0 \
    die_area_sq_mm 0.00556 \
    tritoncts "done" \
    io_pins 108 \
    cts_buffers 9 \
    fin_crit_sh_pct 48.1 \
    clkLatencyLatePin_ns 0.33 \
    p_switching_mw 0.211 \
    cts_resized 0 \
    yosysWarnings 2 \
    cts-root-buf "clkbuf_8" \
    ys_cells 225 \
    ys_async_sr_fraction_pct 100 \
    rsz0062_at_grt "no" \
    cts.clk_slew.worst_paths_ns 0.07 \
    viasPerCell 5.03 \
    pwr-share-seq_pct 47.5 \
    drive_gt1_share_pct 6.89 \
    power_leakage_nw 1.73 \
    period_minus_slack_ns 2.41 \
    fin_worst_skew_ns 0.00545 \
    gp_congestion 0.843 \
    drt_iter0_drc 115 \
    warning_count 26 \
    fp.dieH_um 74.6 \
    timing.max_cap.violations 0 \
    drc_errors 0 \
    fin_util_pct 77.4 \
    fp.coreArea_sq_mm 0.00507 \
    finalSetupTns_ns 0 \
    clock-sinks 63 \
    die_w_um 74.6 \
    fmax_mhz 416 \
    required_ns 5.18 \
    htree_num_levels 3 \
    drt_wl_total_um 5400 \
    post_cts_buffers 0 \
    internal_power_mw 0.894 \
    grt_pass1_vias 1910 \
    grt_max_degree 64 \
    wl_per_cell_um 13.4 \
    crit_chain "clkdlybuf4s50_1 > nor2_1 > nand2_1 > nor2_1 > o21ai_0" \
    num_vias 2033 \
    core.rowCount 26 \
    cts.path.max_buffers 2 \
    syn-instance-count 225 \
    synth_cell_types 34 \
    critPathMostFrequentCell "nor2_1" \
    path_class "input pin to flop" \
    power.density_mw_per_mm2 281 \
    slew_viol_final 0 \
    pwr-share-clk_pct 45.0 \
    yosys_register_bits 63 \
    dpl_cell_area_sq_mm 0.00370 \
    edf_count 0 \
    grt_pass1_wl_um 8580 \
    cp-end-kind "flop" \
    finalHoldViolations 0 \
    insertedDiodeCount 0 \
    grt-ovfl-total 0 \
    startpoint_type "input pin" \
    fp_util_pct 51.9 \
    dp_hpwl_um 3810 \
    syn2layout_area_growth_pct 49.2 \
    layout_top_cells "clkdlybuf4s50_1, dfrtp_1, xnor2_1" \
    ir_drop_v 0.000168 \
    cts_hold_buffers 0 \
    slowest_delay_ns 0.51 \
    port_buffers 107 \
    crit_fanout 11 \
    netlist_area_sq_mm 0.00263 \
    max_slew_margin_pct 49.0 \
    worst_pin_slew_ns 0.765 \
    final_area_sq_mm 0.00393 \
    dr.pass1.iters 4 \
    syn_area_per_cell_sq_um 11.7 \
    antenna_found_initial 0 \
]
[area by class of cell]
class	instances	area, sq um	share of cell area, %
Multi-Input combinational cell	142	940	23.9
Inverter	6	22.5	0.573
Tap cell	70	87.6	2.23
Clock buffer	12	165	4.20
Sequential cell	63	1580	40.1
Clock inverter	3	65.1	1.66
Timing Repair Buffer	108	1070	27.3
[cells in the mapped netlist (7+ instances only)]
library cell,instances,share of area (%)
nand2_1,21,3.0
nor2b_1,7,1.7
nand4_1,7,1.7
dfrtp_1,63,60
xnor2_1,23,7.6
buf_4,11,3.1
nand3_1,18,3.4
a21o_1,8,2.3
nor2_1,11,1.6
nor3_1,8,1.5
[state kept, by name (all words and copies together), names as in the netlist]
signal / cells
ctrl_signal: 11
mem_addr_I: 30
immediate: 22
[path summary, 6_finish.rpt]
path | from | endpoint | slack (ns) | cells past startpoint
worst max-delay path | mem_rdata_I[2] | immediate[3] | 2.59 | 5
worst min-delay path | mem_addr_I[31] | mem_addr_I[31] | 0.48 | 1
worst max register to register | mem_addr_I[2] | mem_addr_I[24] | 3.13 | 5
worst min register to register | mem_addr_I[31] | mem_addr_I[31] | 0.48 | 1
max in group asynchronous | rst_n | immediate[4] | 3.67 | 2
min in group asynchronous | rst_n | mem_addr_I[5] | 0.82 | 2
[power groups by stage]
stage / Combinational [mW] / Sequential [mW] / Clock (mW)
CTS: 0.0851 / 0.525 / 0.508
global route: 0.0924 / 0.525 / 0.533
finish: 0.0835 / 0.525 / 0.497
[logic make-up (layout without fill, tap and decap cells)]
group / after synthesis / count (layout) / share of synthesized area, %
flops: 63 / 63 / 59.9
fa+ha+maj: 1 / 1 / 0.475
compound gates: 23 / 23 / 5.84
simple gates: 89 / 89 / 19.7
xor+xnor: 29 / 29 / 9.64
buf+inv: 20 / 129 / 4.47
[worst max-delay path: cells and delay by family]
kind                   cells  cell delay [ns]
AOI/OAI and AO/OA          1             0.19
buffers and inverters      1             0.48
and+or+nand+nor            3             0.91
[per-layer routing]
layer	vias to the layer above	wire [um]	GRT usage, %
met5	-	0	0
met4	0	120	5.03
met3	11	350	5.63
met2	74	2670	32.6
met1	979	2260	31.8
li1	969	-	-
[metrics by stage]
step,hold WS [ns],setup slack (ns),instances,power [mW]
2_1_floorplan,0.424,3.00,225,0.552
3_3_place_gp,0.463,2.33,389,0.618
3_5_place_dp,0.465,2.26,389,0.619
4_1_cts,0.478,2.63,404,1.12
5_1_grt,0.501,2.44,404,1.15
6_report,0.481,2.59,404,1.11
Power and IR drop assume default switching activity.
